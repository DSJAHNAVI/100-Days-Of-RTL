==> /design/flow/design.v <==
module alu(input [7:0] a,b,input [3:0] command,input oe, output reg [15:0] out);
  parameter ADD  = 4'b0000,  
            INC  = 4'b0001,  
            SUB  = 4'b0010,  
            DEC  = 4'b0011,  
            MUL  = 4'b0100,  
            DIV  = 4'b0101,  
            SHL  = 4'b0110,  
            SHR  = 4'b0111,  
            AND  = 4'b1000,  
            OR   = 4'b1001,  
            INV  = 4'b1010,  
            NAND = 4'b1011,  
            NOR  = 4'b1100,  
            XOR  = 4'b1101,  
            XNOR = 4'b1110,  
            BUF  = 4'b1111;  
always@(*) begin
  case (command)      
	ADD	:	out	= a+b;
	INC	:	out	= a+1;
	SUB	:	out	= a-b;
	DEC	:	out	= a-1;
	MUL	:	out	= a*b;
	DIV	:	out	= a/b;
	SHL	:	out	= a<<b;
	SHR	:	out	= a>>b;
	AND	:	out	= a&b;
	OR	:	out	= a|b;
	INV	:	out	= ~a;
	NAND:	out	= ~(a&b);
	NOR	:	out	= ~(a|b);
	XOR	:	out	= a^b;
	XNOR:	out	= ~(a^b);
	BUF	:	out	= a;
    default : out =16'hxxxx;
  endcase
end
assign y = (oe) ? out : 16'hzzzz;
endmodule
==> /design/flow/run.sh <==
#!/bin/bash
# OpenROAD 26Q1-2900-gdf79404cd8, Yosys 0.63+post, stock flow scripts
make -C /OpenROAD-flow-scripts/flow DESIGN_CONFIG=/design/flow/config.mk WORK_HOME=/design/flow/orfs finish
==> /design/flow/config.mk <==
export PLATFORM = sky130hd
export DESIGN_NAME = alu
export DESIGN_NICKNAME = alu
export VERILOG_FILES = /design/flow/design.v
export SDC_FILE = /design/flow/constraint.sdc
export NUM_CORES = 4
export LEC_CHECK = 1
export CORE_UTILIZATION = 40
==> /design/flow/constraint.sdc <==
current_design alu

set clk_period 31.0
set clk_io_pct 0.2

create_clock -name clk0 -period $clk_period

set non_clock_inputs [all_inputs -no_clocks]
set_input_delay [expr $clk_period * $clk_io_pct] -clock clk0 $non_clock_inputs
set_output_delay [expr $clk_period * $clk_io_pct] -clock clk0 [all_outputs]
==> impl_metrics.csv <==
group,metric,value,unit
worst_setup_path,slowest_delay,0.45,ns
cells_and_area,nFillCells,2070,
drt,drt_iter0_markers,786,
yosys,ys_sh_xor,6.170,%
yosys,ys_sh_simple,22.37,%
floorplanning,rows,57,
worst_hold_path,hold_class,"input port to primary output",
cells_and_area,drive_gt1_share,33.86,%
worst_setup_path,crit_required,24.80,ns
pwr,power.density,135.4,nW/µm²
drt,dr_total_vias,11580,
sta,finalMaxSlewViolations,0,
global_routing,grt_pass1_wl,55300,µm
drt,antenna_cells,0,
sta,finalHoldViolations,0,
worst_setup_path,path_max_fanout,6,
global_routing,grt_usage,27.06,%
placed_design,portBuffers,36,
placed_design,place_congestion,0.9788,
global_routing,grt_max_degree,36,
sta,max_slew_margin,36.59,%
drt,wl_per_cell,16.16,µm
global_routing,antenna_found_initial,0,
worst_setup_path,crit_slowest_cell,"o32a_4",
job,warnings,57,
yosys,yosysWarnings,3,
floorplanning,core_area,24250,µm²
cells_and_area,nClkBuffers,0,
drt,totalWireLength,33770,µm
drt,ant_nets,0,
yosys,synth.distinct_cells,95,
sta,final-setup-viol-count,3,
worst_setup_path,startpoint_type,"input port",
sta,tightest_slew,0.9476,ns
sta,whs,13.28,ns
cells_and_area,final_common_cell,"buf_4",
cells_and_area,regArea,0,µm²
cells_and_area,mostFrequentLayoutCells,"386 x buf_4, 148 x ha_1, 141 x nor2_1, 113 x nand2_1, 104 x inv_1",
sta,setup_slack,-4.572,ns
yosys,postSynthAreaPerCell,7.156,µm²
worst_setup_path,endpoint_kind,"primary output",
sta,rsz0062_at_grt,"true",
yosys,aoi_share,29.14,%
cells_and_area,ff_count,0,
placed_design,dpl_worst_slack,-6.171,ns
floorplanning,die_y,159.1,µm
pwr,power,1961,µW
outcome,violations,"setup timing",
global_routing,grt_pass1_vias,11150,
yosys,yosys_cells,1380,
worst_setup_path,critPathKind,"input port to primary output",
sta,fmax,0.02811,GHz
sta,period_used_share,114.7,%
yosys,syn_area,9876,µm²
worst_setup_path,cp.arrival,29.37,ns
yosys,ys_sh_mux,6.094,%
placed_design,hpwl,24770,µm
yosys,yosys_area,9876,µm²
pwr,total_leakage_power,0.006763,µW
floorplanning,floorplan.core_util,40.73,%
yosys,synthCells,1380,
yosys,synth_seq_share,0,%
yosys,adder_share,29.62,%
drt,via_per_inst,5.543,
sta,finalCriticalPeriod,35.57,ns
pwr,ir_drop,239.4,µV
drt,drc,0,
cells_and_area,synthToLayoutAreaGrowth,46.59,%
floorplanning,io_pins,37,
job,maxCapViolations,0,
yosys,top_logic_kind,"adder cells",
cts,cts_hold_repair.buffers,0,
drt,dr.pass1.iters,6,
floorplanning,die_w,159.1,µm
global_routing,overflow,0,
outcome,outcome,"complete, but fails checks",
floorplanning,die_area,25320,µm²
-- synth_stat cells, types with 11 or more instances --
| master | instances | area [µm²] |
|---|---|---|
| o31ai_1 | 16 | 120.1 |
| a221oi_1 | 11 | 96.34 |
| nand2_1 | 120 | 450.4 |
| mux2_2 | 27 | 304.0 |
| nand2b_1 | 14 | 87.58 |
| mux2i_1 | 20 | 200.2 |
| nor3_1 | 50 | 250.2 |
| ha_1 | 173 | 2165 |
| o211ai_1 | 24 | 180.2 |
| a21o_1 | 24 | 180.2 |
| o21a_1 | 39 | 292.8 |
| fa_1 | 38 | 760.7 |
| o21ai_0 | 56 | 280.3 |
| a211oi_1 | 15 | 112.6 |
| clkbuf_1 | 41 | 153.9 |
| xor2_1 | 19 | 166.4 |
| o21bai_1 | 12 | 90.09 |
| or2_2 | 14 | 87.58 |
| a31oi_1 | 16 | 100.1 |
| nand3_1 | 24 | 120.1 |
| a21oi_1 | 112 | 560.5 |
| nor2_1 | 153 | 574.3 |
| xnor2_1 | 48 | 420.4 |
| nor4_1 | 11 | 68.82 |
| inv_1 | 106 | 397.9 |
-- critical path, delay by kind of cell --
| family | cells | cell delay (ns) |
|---|---|---|
| adders and majority gates | 14 | 3.69 |
| and+or+nand+nor | 24 | 3.34 |
| AOI/OAI and AO/OA | 65 | 11.38 |
| muxes | 5 | 1.37 |
| xor gates and xnor gates | 1 | 0.16 |
| buffers and inverters | 26 | 3.18 |
-- stage by stage --
| stage | util (%) | area, µm² | std cells | setup TNS (ns) |
|---|---|---|---|---|
| after floorplan | - | 10380 | 1387 | -10.48 |
| after global placement | 53.43 | 12950 | 1978 | -12.52 |
| after detailed placement | 53.43 | 12950 | 1978 | -13.13 |
| after CTS | 57.67 | 13980 | 2059 | -9.348 |
| after global routing | 59.70 | 14480 | 2090 | -12.94 |
| final | 59.70 | 14480 | 2090 | -9.120 |
-- final timing paths --
kind	depth (start not counted)	start	end	slack, ns
setup / recovery	135	b[0]	out[0]	-4.57
hold / removal	6	b[1]	out[1]	13.28
-- cell families (layout without fill, tap and decap cells) --
kind of cell / after synthesis / count (layout)
AND/OR/NAND/NOR: 461 / 461
AND-OR/OR-AND: 419 / 419
adder cells (fa/ha/maj): 211 / 211
buffers and inverters: 168 / 547
XOR/XNOR: 68 / 68
multiplexers: 52 / 52
other: 1 / 8
-- metal layers --
metal  wire, µm  track usage [%]  share of wire [%]  vias to the layer above
met5          0                0                  0                        -
met4        881            6.381                2.6                        0
met3       2362            4.864                7.0                       58
met2      14540            42.20                 43                      363
met1      15980            39.10                 47                     5326
li1           -                -                  -                     5837
-- layout make-up --
type                       instances  area [µm²]  share of cell area, %
multi-input combinational       1219       10240                  70.77
tap                              324       405.4                  2.800
timing repair buffer             434        3382                  23.36
inverter                         113       444.2                  3.068
-- power by group --
group	switching, µW	leakage, µW	internal [µW]	total (µW)
sequential	0	0	0	0
clock	0	0	0	0
combinational	868	0.00676	1090	1960
-- repair_timing --
| item | in CTS | in global routing |
|---|---|---|
| pin swaps | 108 | 99 |
| endpoints found under the setup margin | 4 | 4 |
| setup buffers | 81 | 31 |
| resized | 103 | 52 |
| gates cloned | 0 | 0 |
No activity file was given, so power comes from the tool's default toggle rates.
