==> ./config.mk <==
export PLATFORM = sky130hd
export DESIGN_NAME = rom
export DESIGN_NICKNAME = rom
export VERILOG_FILES = /design/flow/design.v
export SDC_FILE = /design/flow/constraint.sdc
export NUM_CORES = 4
export LEC_CHECK = 1
export CORE_AREA = 10 10 70 70
export DIE_AREA = 0 0 80 80
==> ./run.sh <==
#!/bin/bash
# OpenROAD 26Q1-2900-gdf79404cd8, Yosys 0.63+post, stock flow scripts
make -C /OpenROAD-flow-scripts/flow DESIGN_CONFIG=/design/flow/config.mk WORK_HOME=/design/flow/orfs finish
==> ./constraint.sdc <==
current_design rom

set clk_period 1.0
set clk_io_pct 0.2

create_clock -name clk0 -period $clk_period [get_ports {clk}]

set non_clock_inputs [all_inputs -no_clocks]
set_input_delay [expr $clk_period * $clk_io_pct] -clock clk0 $non_clock_inputs
set_output_delay [expr $clk_period * $clk_io_pct] -clock clk0 [all_outputs]
==> ./design.v <==
module rom (input clk,en,input [3:0] addr, output reg [3:0] data);
reg [3:0] mem [15:0];
always @(posedge clk)begin
if (en)data <= mem[addr];
else data <= 4'bxxxx;
end
initial begin
mem [0] = 4'b0010;
mem [1] = 4'b0010;
mem [2] = 4'b1110;
mem [3] = 4'b0010;
mem [4] = 4'b0100;
mem [5] = 4'b1010;
mem [6] = 4'b1100;
mem [7] = 4'b0000;
mem [8] = 4'b1010;
mem [9] = 4'b0010; 
mem [10] = 4'b1110; 
mem [11] = 4'b0010; 
mem [12] = 4'b0100;
mem [13] = 4'b1010; 
mem [14] = 4'b1100;
mem [15] = 4'b0000; 
end
endmodule
==> ci_impl_report.md <==
### Yosys + OpenROAD results

| Metric | Value |
|---|---|
| Number of standard cells in the layout, taps in and fillers out | `76` |
| Detail-routed net length per standard cell | `6.053 um` |
| Effective utilization at floorplan | `0.05055` |
| Count of vias placed by the detailed router | `146` |
| Library cell with the largest summed area after synthesis | `sky130_fd_sc_hd__dfxtp_1` |
| Global routing's busiest layer | `met2` |
| Detailed-route vias per instance | `1.921` |
| TritonCTS buffer count | `3` |
| Max FFs per register | `3` |
| # rows | `21` |
| Cell Type Count | `10` |
| Top reg by flops | `data` |
| Largest fanout of any net on the critical path | `1` |
| Max-cap violations | `0` |
| Total grt overflow | `0` |
| Kind of cell adding the most delay to the critical path | `flip-flops` |
| Worst setup EP type | `output port` |
| Area of the mapped netlist | `172.7 um2` |
| Leakage power total | `0.1535 nW` |
| Summed standard-cell area reported by yosys | `172.7 um2` |
| Global-route wire length before repair | `745 um` |
| Post-synthesis area per instance | `10.16 um2` |
| Crit Path Class | `reg2out` |
| Proportion of synthesized chip area in sequential cells | `0.3478` |
| CTS root buffer | `sky130_fd_sc_hd__clkbuf_4` |
| Iteration tally of the first detailed-router pass | `3` |
| Overall die area | `6400 um2` |
| Maximum number of pins on one net before global-route repair | `5` |
| Register cell area after layout | `60.06 um2` |
| Number of storage elements in the synthesis netlist | `3` |
| Setup bufs post-CTS | `0` |
| N_diodes | `0` |
| Number of design-rule violations left by the first detailed-router iteration | `7` |
| Setup repair after global routing missed its margin | `false` |
| Number of warning messages in the logs | `29` |
| Buffer depth of the longest clock path | `2` |
| Horizontal die dimension | `80 um` |
| Largest registers | `data x3` |
| Number of levels in the clock H-tree | `1` |
| Number of instances in the placed design | `72` |
| Number of synthesis warnings | `1` |
| Fmax | `1054 MHz` |
| Fin crit period | `0.9488 ns` |
| GRT Total Usage | `0.01482` |
| Crit path largest cell delay | `0.29 ns` |
| Critical Path Slowest Stage Cell | `sky130_fd_sc_hd__dfxtp_1` |
| Worst EP arrival | `0.75 ns` |
| Chain of cells forming the critical path | `dlygate4sd2_1` |
| Global routing met1 resource utilization | `0.01528` |
| Gate count of the mapped netlist | `17` |
| Total power per unit cell area | `1199 nW/um2` |
| Number of sinks handled by clock tree synthesis | `3` |
| Peak ir drop on the vdd network | `0.2281 mV` |
| Total DRC errors in the routed layout | `0` |
| TritonCTS clock tree | `built` |
| Count of antenna-violating nets left after detailed routing | `0` |
| # setup viols final | `0` |
| Final tally of hold violations | `0` |
| Proportion of layout cells with a drive suffix above 1 | `0.2667` |
| Area share of the leading cell type in the synthesized netlist | `0.3478` |
| Number of primary I/O pins | `10` |
| Met3 GRT Util | `0.01705` |
| Clock Pin Slew Worst Setup and Hold Paths | `0.04 ns` |
| Global routing usage on met2 | `0.01926` |
| Status | `finished clean` |
| Comb gate area | `97.59 um2` |
| WL final | `460 um` |
| Cell count in the Yosys report | `17` |
| IO Port Bufs | `7` |
| Routability congestion estimate | `0.6381` |
| Number of filler instances in the final layout | `410` |
| Share of the clock period used by the worst path | `0.9488` |
| Area growth from synthesis to layout | `94.93%` |
| Sum of buffers and inverters on the critical path | `1` |
| Worst hold-check slack | `0.4762 ns` |
| Data required time of the worst path | `0.80 ns` |
| Post-DP HPWL | `375.8 um` |
| Antenna violations before repair | `0` |
| Core box area | `3416 um2` |
| Via count of the first global-routing pass | `176` |
| Startpoint type of the worst setup path | `register` |
| Class of the worst hold path | `in2reg` |
| Final tally of max-slew violations | `0` |
| Die Span Y | `80 um` |
| Synth area leaders | `sky130_fd_sc_hd__dfxtp_1 35%, sky130_fd_sc_hd__ha_1 29%, sky130_fd_sc_hd__nand2b_1 7.2%, sky130_fd_sc_hd__nor2b_2 5.1%, sky130_fd_sc_hd__o31a_1 5.1%` |
-- path summary, 6_finish.rpt --
check             from         endpoint  slack [ns]  cells past startpoint
max    data[3]$_DFF_P_          data[3]        0.05                      1
min            addr[1]  data[2]$_DFF_P_        0.48                      3
-- area by class of cell --
class / instances / area share
Sequential cell: 3 / 0.1784
Clock buffer: 4 / 0.07807
Timing Repair Buffer: 10 / 0.2602
Inverter: 2 / 0.02230
Tap cell: 46 / 0.1710
Multi-Input combinational cell: 11 / 0.2900
-- cells in the final DEF, fill, tap and decap left out, drive strengths merged --
cell	n
a21o	1
buf	3
clkbuf	4
clkdlybuf4s15	1
clkdlybuf4s50	2
conb	1
dfxtp	3
dlygate4sd2	4
ha	4
inv	2
nand2b	2
nor2b	2
o31a	1
-- synth_stat cells --
cell and n:
sky130_fd_sc_hd__a21o_1 1, sky130_fd_sc_hd__buf_4 1, sky130_fd_sc_hd__conb_1 1, sky130_fd_sc_hd__dfxtp_1 3
sky130_fd_sc_hd__ha_1 4, sky130_fd_sc_hd__inv_1 2, sky130_fd_sc_hd__nand2b_1 2, sky130_fd_sc_hd__nor2b_1 1
sky130_fd_sc_hd__nor2b_2 1, sky130_fd_sc_hd__o31a_1 1
-- per-layer routing --
metal  vias up  share of wire
met2         9           0.40
met4         0              0
met5         -              0
li1         75              -
met3         0           0.21
met1        62           0.38
-- kinds of logic after synthesis --
family | after synthesis | share of synthesized area
adder cells (fa/ha/maj) | 4 | 0.2899
AND/OR/NAND/NOR | 4 | 0.1594
buffers and inverters | 3 | 0.08699
flip-flops | 3 | 0.3478
AND-OR/OR-AND | 2 | 0.09423
other | 1 | 0.02172
-- per-stage QoR --
step | setup TNS, ns | util | setup WS, ns | power [mW] | area (um2)
2_1_floorplan | 0 | - | 0.1283 | 0.1544 | 172.7
3_3_place_gp | -1.023 | 0.09231 | -0.3959 | 0.2043 | 315.3
3_5_place_dp | -1.138 | 0.09231 | -0.4324 | 0.2055 | 315.3
4_1_cts | 0 | 0.09817 | 0.04083 | 0.4161 | 335.3
5_1_grt | 0 | 0.09853 | 0.01921 | 0.4320 | 336.6
6_report | 0 | 0.09853 | 0.05116 | 0.4037 | 336.6
-- timing repair --
item | CTS | global route
pin swaps | 0 | 0
resized | 6 | 1
hold buffers | 0 | 0
endpoints found under the setup margin | 6 | 1
-- where the power goes --
group	switching, mW	total (mW)	internal [mW]
Sequential	0.00194	0.132	0.131
Combinational	0.0216	0.0630	0.0413
Clock	0.0590	0.208	0.149
Total	0.0826	0.404	0.321
Power and IR drop assume default switching activity.
