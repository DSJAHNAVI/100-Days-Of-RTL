<file path="flow/run.sh">
#!/bin/bash
# OpenROAD 26Q1-2900-gdf79404cd8, Yosys 0.63+post, stock flow scripts
make -C /OpenROAD-flow-scripts/flow DESIGN_CONFIG=/design/flow/config.mk WORK_HOME=/design/flow/orfs finish
</file>
<file path="flow/design.v">
module fulladder(input a,b,cin,output sum,carry);
assign sum = a ^ b ^ cin;
assign carry = (a & b) | (cin & b) | (a & cin);
endmodule
module multiplexer2(input i0,i1,sel,output reg bitout);
always@(i0,i1,sel)
begin
if(sel == 0)
    bitout = i0;
else
    bitout = i1; 
end
endmodule
module CSA(input [3:0] A,B,input cin,output [3:0] S,output cout);
wire [3:0] temp0,temp1,carry0,carry1;
fulladder fa00(A[0],B[0],1'b0,temp0[0],carry0[0]);
fulladder fa01(A[1],B[1],carry0[0],temp0[1],carry0[1]);
fulladder fa02(A[2],B[2],carry0[1],temp0[2],carry0[2]);
fulladder fa03(A[3],B[3],carry0[2],temp0[3],carry0[3]);
fulladder fa10(A[0],B[0],1'b1,temp1[0],carry1[0]);
fulladder fa11(A[1],B[1],carry1[0],temp1[1],carry1[1]);
fulladder fa12(A[2],B[2],carry1[1],temp1[2],carry1[2]);
fulladder fa13(A[3],B[3],carry1[2],temp1[3],carry1[3]);
multiplexer2 mux_carry(carry0[3],carry1[3],cin,cout);
multiplexer2 mux_sum0(temp0[0],temp1[0],cin,S[0]);
multiplexer2 mux_sum1(temp0[1],temp1[1],cin,S[1]);
multiplexer2 mux_sum2(temp0[2],temp1[2],cin,S[2]);
multiplexer2 mux_sum3(temp0[3],temp1[3],cin,S[3]);
endmodule 
</file>
<file path="flow/constraint.sdc">
current_design CSA

set clk_period 3.7
set clk_io_pct 0.2

create_clock -name clk0 -period $clk_period

set non_clock_inputs [all_inputs -no_clocks]
set_input_delay [expr $clk_period * $clk_io_pct] -clock clk0 $non_clock_inputs
set_output_delay [expr $clk_period * $clk_io_pct] -clock clk0 [all_outputs]
</file>
<file path="flow/config.mk">
export PLATFORM = sky130hd
export DESIGN_NAME = CSA
export DESIGN_NICKNAME = CSA
export VERILOG_FILES = /design/flow/design.v
export SDC_FILE = /design/flow/constraint.sdc
export NUM_CORES = 4
export LEC_CHECK = 1
export CORE_AREA = 10 10 70 70
export DIE_AREA = 0 0 80 80
</file>
==> Implementation_results.wiki <==
== Flow metrics ==
{| class="wikitable"
! Metric !! Value
|-
| Final core utilization || 10.9%
|-
| Gate power share || 100.0%
|-
| All-layer global routing usage || 1.48%
|-
| Flop Count || 0
|-
| First DRT Iteration DRCs || 1
|-
| Routed wire length || 493 µm
|-
| Shortest period the worst path allows || 3.37 ns
|-
| Setup crit end kind || primary output
|-
| Number of buffer and inverter stages on the critical path || 4
|-
| CP startpoint kind || input pin
|-
| Flop pwr share || 0%
|-
| Seq share, synth || 0%
|-
| Antenna violations before repair || 0
|-
| Total internal power || 0.0333 mW
|-
| Via count of the first global-routing pass || 176
|-
| Last weighted congestion value of the routability-driven placer || 0.739
|-
| PortBufs || 14
|-
| Die y size || 80 µm
|-
| Wire length of the first global-routing pass || 807 µm
|-
| Total power divided by cell area || 126 nW/µm²
|-
| Metal3 WL || 128 µm
|-
| Layout Area Growth over Synthesis || 82.2%
|-
| Share of final-layout standard cells stronger than drive strength 1 || 8.57%
|-
| Status || finished, final reports clean
|-
| Number of cells in Yosys stat || 25
|-
| Slowest cell on crit path || sky130_fd_sc_hd__clkdlybuf4s50_1
|-
| Slew at the pin closest to its max-slew limit || 0.401 ns
|-
| Post-synthesis chip area from yosys || 204 µm²
|-
| Top routing layer in use || met3
|-
| Post-CTS Hold Fix Bufs || 0
|-
| Highest clock rate || 297 MHz
|-
| Core area || 3420 µm²
|-
| Number of placed instances with taps included || 81
|-
| Total DRC errors in the routed layout || 0
|-
| Tcrit/Tclk final || 91.0%
|-
| Routed met1 length || 260 µm
|-
| Largest net degree at the start of global routing || 4
|-
| Number of diodes || 0
|-
| Post-Synthesis Cell Area || 204 µm²
|-
| Crit-path max FO || 3
|-
| Cells along the critical path || clkdlybuf4s50_1 > inv_1 > ha_1 > inv_1 > mux2i_1 > o311ai_2 > xor2_1 > clkdlybuf4s50_1
|-
| Die outline width || 80 µm
|-
| Final routed wire length divided by cell count || 6.09 µm
|-
| Number of max-capacitance violations reported || 0
|-
| Leakage component of the power || 0.149 nW
|-
| Total number of yosys warnings || 1
|-
| Post-route cell area || 372 µm²
|-
| Final count of hold timing violations || 0
|-
| Worst Path Arrival || 2.63 ns
|-
| Num rows || 21
|-
| Worst hold-check path type || input pin to primary output
|-
| Core utilization before placement || 5.97%
|-
| Max VDD drop || 0.0306 mV
|-
| Cell Count, Final, Fillers Out || 81
|-
| Part of the total power dissipated in the clock network || 0%
|-
| Instance count of the mapped netlist || 25
|-
| Switching component of the power || 0.0133 mW
|-
| Sw Ratio || 28.5%
|-
| First drt pass iteration count || 2
|-
| Instance area at placement || 372 µm²
|-
| Total tool warning count || 33
|-
| Critical path's top delay family || buffers and inverters
|-
| Detail Route Antenna Nets || 0
|-
| Flop area || 0 µm²
|-
| Quantity of gates resized following cts || 0
|-
| Synth Area per Inst || 8.16 µm²
|-
| Sum of overflow across all layers after global routing || 0
|-
| Largest stage delay on the critical path || 0.48 ns
|-
| IO Pins || 14
|-
| Detailed-route via count || 184
|-
| Total count of max-transition violations in the final report || 0
|-
| # Post-CTS Setup Buffers || 0
|-
| Half-perimeter wire length after detailed placement || 455 µm
|-
| Classification of the worst setup path || input pin to primary output
|-
| Chip area || 6400 µm²
|-
| Setup repair after global routing missed its margin || no
|-
| Setup_tns || 0 ns
|-
| Count of clock buffers in the final design || 0
|-
| Met2 layer wire length in the routed design || 104 µm
|-
| Synth cell types || 12
|-
| Required time of the worst setup path || 2.96 ns
|-
| Worst slew margin || 72.5%
|-
| Worst Hold Slack || 2.47 ns
|-
| Fill cell count || 408
|-
| Via density per instance || 2.27
|-
| Final Setup Violations || 0
|}
through the flow:
stage | worst slack (ns) | power [mW]
finish | 0.332 | 0.0467
floorplan | 1.27 | 0.0262
global placement | 0.315 | 0.0469
global route | 0.112 | 0.0526
CTS | 0.290 | 0.0480
detailed placement | 0.290 | 0.0476
worst paths after layout:
path	start	endpoint	slack, ns	cells past startpoint
max	A[0]	S[3]	0.33	8
min	cin	S[0]	2.47	3
cells in the mapped netlist:
master / instances / area (µm²)
sky130_fd_sc_hd__buf_4: 4 / 30.0
sky130_fd_sc_hd__o21ai_0: 1 / 5.00
sky130_fd_sc_hd__mux2i_1: 1 / 10.0
sky130_fd_sc_hd__ha_1: 5 / 62.6
sky130_fd_sc_hd__inv_1: 4 / 15.0
sky130_fd_sc_hd__xor2_1: 3 / 26.3
sky130_fd_sc_hd__xnor2_1: 1 / 8.76
sky130_fd_sc_hd__o21bai_1: 1 / 7.51
sky130_fd_sc_hd__o311ai_2: 1 / 16.3
sky130_fd_sc_hd__a21o_2: 1 / 8.76
sky130_fd_sc_hd__nor2_1: 2 / 7.51
sky130_fd_sc_hd__or2_2: 1 / 6.26
per-layer routing:
metal  vias to the layer above  track usage, %
met5                         -               0
met4                         0               0
met3                         0            1.02
met2                        14            1.44
met1                        71            2.44
li1                         99               -
layout by cell type, fill, tap and decap left out:
| cell type | Yosys | layout |
|---|---|---|
| sky130_fd_sc_hd__or2_2 | 1 | 1 |
| sky130_fd_sc_hd__o21ai_0 | 1 | 1 |
| sky130_fd_sc_hd__a21o_2 | 1 | 1 |
| sky130_fd_sc_hd__clkdlybuf4s50_1 | 0 | 14 |
| sky130_fd_sc_hd__nor2_1 | 2 | 2 |
| sky130_fd_sc_hd__inv_1 | 4 | 4 |
| sky130_fd_sc_hd__mux2i_1 | 1 | 1 |
| sky130_fd_sc_hd__o311ai_2 | 1 | 1 |
| sky130_fd_sc_hd__xor2_1 | 3 | 3 |
| sky130_fd_sc_hd__xnor2_1 | 1 | 1 |
| sky130_fd_sc_hd__ha_1 | 5 | 5 |
| sky130_fd_sc_hd__o21bai_1 | 1 | 1 |
power groups by stage:
stage     logic (mW)  clock network, mW  registers (mW)
6_report      0.0467                  0               0
5_1_grt       0.0526                  0               0
4_1_cts       0.0480                  0               0
worst min-delay path, delay by kind of cell:
family	cells	cell delay, ns
buffers and inverters	2	0.91
XOR/XNOR	1	0.08
area by class of cell:
cell class,count,area [µm²],share of cell area [%]
multi-input combinational,17,159,42.8
tap,46,57.6,15.5
timing repair buffer,14,140,37.7
inverter,4,15.0,4.04
cell families (layout without fill, tap and decap cells):
group           count (synthesis)  count (layout)  synth area share [%]
compound gates                  4               4                  18.4
simple gates                    3               3                  6.75
mux                             1               1                  4.91
buf+inv                         8              18                  22.1
xor+xnor                        4               4                  17.2
fa+ha+maj                       5               5                  30.7
No activity file was given, so power comes from the tool's default toggle rates.
